## design/flow/run.sh

```bash
#!/bin/bash
# OpenROAD 26Q1-2900-gdf79404cd8, Yosys 0.63+post, stock flow scripts
make -C /OpenROAD-flow-scripts/flow DESIGN_CONFIG=/design/flow/config.mk WORK_HOME=/design/flow/orfs finish
```

## design/flow/config.mk

```make
export PLATFORM = sky130hd
export DESIGN_NAME = InPassOPA
export DESIGN_NICKNAME = InPassOPA
export VERILOG_FILES = /design/flow/design.v
export SDC_FILE = /design/flow/constraint.sdc
export NUM_CORES = 4
export LEC_CHECK = 1
export CORE_AREA = 10 10 70 70
export DIE_AREA = 0 0 80 80
```

## design/flow/constraint.sdc

```tcl
current_design InPassOPA

set clk_period 1.0
set clk_io_pct 0.2

create_clock -name clk0 -period $clk_period [get_ports {OPA_UserCLK}]

set non_clock_inputs [all_inputs -no_clocks]
set_input_delay [expr $clk_period * $clk_io_pct] -clock clk0 $non_clock_inputs
set_output_delay [expr $clk_period * $clk_io_pct] -clock clk0 [all_outputs]
```

## design/flow/design.v

```verilog
module InPassOPA (OPA_I0, OPA_I1, OPA_I2, OPA_I3, OPA_O0, OPA_O1, OPA_O2, OPA_O3, OPA_UserCLK, MODE, CONFin, CONFout, CLK);
	input OPA_I0;  
	input OPA_I1;  
	input OPA_I2;  
	input OPA_I3;  
	output OPA_O0; 
	output OPA_O1; 
	output OPA_O2; 
	output OPA_O3; 
	input OPA_UserCLK;  
	input MODE;  
	input CONFin;
	output CONFout;
	input CLK;
	wire c0, c1, c2, c3;    
	reg Q0, Q1, Q2, Q3;    
	LHQD1 inst_LHQD1a (
	.D(CONFin),
	.E(CLK),
	.Q(c0)
	);
	LHQD1 inst_LHQD1b (
	.D(c0),
	.E(MODE),
	.Q(c1)
	); 
	LHQD1 inst_LHQD1c (
	.D(c1),
	.E(CLK),
	.Q(c2)
	);
	LHQD1 inst_LHQD1d (
	.D(c2),
	.E(MODE),
	.Q(c3)
	);
	assign CONFout = c3;
	always @ (posedge OPA_UserCLK)
	begin
		Q0 <= OPA_I0;
		Q1 <= OPA_I1;
		Q2 <= OPA_I2;
		Q3 <= OPA_I3;
	end
	assign OPA_O0 = c0 ? Q0 : OPA_I0;
	assign OPA_O1 = c1 ? Q1 : OPA_I1;
	assign OPA_O2 = c2 ? Q2 : OPA_I2;
	assign OPA_O3 = c3 ? Q3 : OPA_I3;
endmodule
module LHD1 (D, E, Q, QN);
	input D;      
	input E;
	output Q;
	output QN; 
	wire M_set_gate, M_reset_gate;
	wire S_set_gate, S_reset_gate;
	wire M_q, M_qn;
	wire S_q, S_qn;
	assign M_set_gate = ~(D & E);
	assign M_reset_gate = ~((~D) & E);
	assign M_q = ~(M_qn & M_set_gate);
	assign M_qn = ~(M_q & M_reset_gate);
	assign Q = M_q;
	assign QN = M_qn;
endmodule
module LHQD1 (input D, E, output reg Q);
    always @(*) begin
        if (E == 1'b1) begin
            Q = D;
        end
    end
endmodule
module LHQD1_old (D, E, Q);
	input D; 
	input E;
	output Q;
	wire M_set_gate;
	wire M_reset_gate;
	wire M_q;
	wire M_qn;
	assign M_set_gate = ~(D & E);
	assign M_reset_gate = ~((~D) & E);
	assign M_q = ~(M_qn & M_set_gate);
	assign M_qn = (M_q & M_reset_gate);
	assign Q = M_q;
endmodule
module MUX4PTv4 (IN1, IN2, IN3, IN4, S1, S2, O);
	input IN1;
	input IN2;
	input IN3;
	input IN4;
	input S1;
	input S2;
	output O; 
	reg O;
	wire [1:0] SEL;
	assign SEL = {S2,S1};
	always @(*) 
	begin
		case(SEL)
			2'b00:O = IN1;
			2'b01:O = IN2;
			2'b10:O = IN3;
			2'b11:O = IN4;
			default:O <= 0;
		endcase
	end
endmodule 
module MUX16PTv2 (IN1, IN2, IN3, IN4, IN5, IN6, IN7, IN8, IN9, IN10, IN11, IN12, IN13, IN14, IN15, IN16, S1, S2, S3, S4, O);
	input IN1;
	input IN2;
	input IN3;
	input IN4;
	input IN5;
	input IN6;
	input IN7;
	input IN8;
	input IN9;
	input IN10;
	input IN11;
	input IN12;
	input IN13;
	input IN14;
	input IN15;
	input IN16;
	input S1;
	input S2;
	input S3;
	input S4;
	output O;
	reg O;
	wire [3:0] SEL;
	assign SEL = {S4,S3,S2,S1};
	always @(*)
	begin
		case(SEL)
			4'b0000: O = IN1;
			4'b0001: O = IN2;
			4'b0010: O = IN3;
			4'b0011: O = IN4;
			4'b0100: O = IN5;
			4'b0101: O = IN6;
			4'b0110: O = IN7;
			4'b0111: O = IN8;
			4'b1000: O = IN9;
			4'b1001: O = IN10;
			4'b1010: O = IN11;
			4'b1011: O = IN12;
			4'b1100: O = IN13;
			4'b1101: O = IN14;
			4'b1110: O = IN15;
			4'b1111: O = IN16;
			default: O = 0;
		endcase
	end
endmodule
module my_buf (A, X);
    input A;
    output X;
    assign X = A;
endmodule
```

==> out/qor.yml <==
outcome: "complete, but fails checks"
violations: "setup timing"
report.final.slew_viol_count: 0
pre_cts_ws_ps: -546.4
synth_warnings: 2
fp-utilization_pct: 5.861
finalCritPeriodShare_pct: 108.4
placed_area_um2: 377.9
cts_root_buffer: "clkbuf_4"
path_clk_slew_ps: 40
flop_area_um2: 140.1
drive_gt1_share_pct: 40.74
die-area_um2: 6400
fillers: 397
met3_usage_pct: 3.523
io_pins: 13
vias_per_cell: 2.014
hold_ws_ps: 222.0
gr-total-overflow: 0
fin_ws_ps: -84.29
cp_top_family: "flip-flops"
drcViolationCount: 0
fmax_mhz: 922.3
warnings: 27
cts_max_level: 1
rsz0062_at_grt: "yes"
ys.flops: 8
maxCapViolCount: 0
power.total_mw: 0.4399
syn-instance-count: 12
worstMarginPinSlew_ps: 108.4
finalHoldViolCount: 0
ys_area_um2: 200.2
unclocked_regs: 4
crit_path_max_incr_delay_ps: 290
powerDensity_nw_per_um2: 1127
grt_max_degree: 3
numCtsBuffers: 3
untimed_endpoints: 5
syn_area_per_cell_um2: 16.68
grtUsageMet1_pct: 2.149
finalSetupViolations: 4
die_w_um: 80
critPathSlowestCell: "dfxtp_1"
ant_nets: 0
grt.met2_usage_pct: 1.204
path_max_fanout: 1
dr.pass1.iters: 2
clk_path_buf_depth: 2
coreArea_um2: 3416
wirelength_um: 558
grt_pass1_vias: 165
netlist-cell-type-count: 3
drt-wirelength-per-cell_um: 7.541
path_cells: "mux2_4, buf_6"
syn2layout_area_growth_pct: 95.00
lay_top_cells: "4 x dfxtp_1, 4 x mux2_4, 4 x clkdlybuf4s50_1, 4 x dlygate4sd2_1, 4 x dlxtp_1"
antenna_found_initial: 1
mappedNetlistArea_um2: 200.2
hold_path_class: "in -> reg"
top_logic_kind: "multiplexers"
xor_share_pct: 0
power.leakage_nw: 0.1688
crit_type: "reg -> out"
yosys-mux-area-fraction_pct: 30.00
start_kind: "flip-flop"
die_y_um: 80
period_needed_ps: 1084
hold_buffers: 0
fin_area_um2: 390.4
port_buffers: 12
maxSlewHeadroom_pct: 92.77
grt_pass1_wl_um: 876
fin_setup_tns_ps: -312.7
cp.arrival_ps: 880
grt.busiest_layer: "met3"
crit_buf_inv: 1
vdd_ir_drop_max_uv: 275.2
gp_congestion: 0.8443
cts_tree: "done"
comb_area_um2: 60.06
worstPathRequired_ps: 800
simple_gate_share_pct: 0
track_usage_pct: 1.836
drt_iter0_drc: 3
adder_share_pct: 0
yosys_cells: 12
end_kind: "output pin"
num_vias: 149
rows: 21
yosys.area_share.aoi_pct: 0
-- power by group --
| part | total, mW | switching (mW) | leakage [nW] | internal, mW |
|---|---|---|---|---|
| Sequential | 0.185 | 0.00515 | 0.0655 | 0.180 |
| Clock | 0.195 | 0.0612 | 0.0138 | 0.134 |
| Combinational | 0.0600 | 0.0133 | 0.0895 | 0.0466 |
-- registers in the layout, summed over array words and instances (netlist names) --
| name | flops |
|---|---|
| Q2 | 1 |
| inst_LHQD1d.Q | 1 |
| inst_LHQD1a.Q | 1 |
| Q1 | 1 |
| Q3 | 1 |
| inst_LHQD1c.Q | 1 |
| inst_LHQD1b.Q | 1 |
| Q0 | 1 |
-- routing by layer --
metal,routed length [um],vias up,share of wire [%]
met2,88,15,16
met4,0,0,0
met3,201,0,36
met5,0,-,0
li1,-,73,-
met1,268,61,48
-- synthesized netlist by cell type (all sizes together) --
master / number / share of area [%]
dfxtp: 4 / 40
dlxtp: 4 / 30
mux2: 4 / 30
-- timing repair --
action,CTS,global route
gates resized,17,1
endpoints found under the setup margin,4,4
setup buffers,0,0
-- final cells by class --
class | instances | area share, %
multi-input combinational | 4 | 15.38
clock buffer | 3 | 5.769
tap | 46 | 14.74
timing repair buffer | 12 | 27.56
sequential | 8 | 35.90
antenna | 1 | 0.6410
-- kinds of logic after synthesis --
family   count (synthesis)
latches                  4
mux                      4
flops                    4
-- per-stage QoR --
| step | utilization (%) | cells |
|---|---|---|
| CTS | 11.17 | 73 |
| floorplan | - | 12 |
| finish | 11.43 | 74 |
| detailed placement | 11.06 | 70 |
| global placement | 11.06 | 70 |
| global route | 11.43 | 74 |
-- path summary, 6_finish.rpt --
check / start / end / slack (ps) / depth (start not counted)
setup / recovery: Q0 / OPA_O0 / -80 / 2
hold / removal: OPA_I2 / Q2 / 220 / 1
Power figures rest on the tool's default switching activity, not on a simulated workload.
