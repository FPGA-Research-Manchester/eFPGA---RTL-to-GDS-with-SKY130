$ cat design/flow/design.v
module OutPassRES2 (RES2_I0, RES2_I1, RES2_I2, RES2_I3, RES2_O0, RES2_O1, RES2_O2, RES2_O3, RES2_UserCLK, MODE, CONFin, CONFout, CLK);
	input RES2_I0;
	input RES2_I1;
	input RES2_I2;
	input RES2_I3;
	output RES2_O0; 
	output RES2_O1; 
	output RES2_O2; 
	output RES2_O3; 
	input RES2_UserCLK; 
	input MODE; 
	input CONFin;
	output CONFout;
	input CLK;
	wire c0, c1, c2, c3;    
	reg Q0, Q1, Q2, Q3;    
	LHQD1 inst_LHQD1a (
	.D(CONFin),
	.E(CLK),
	.Q(c0)
	);
	LHQD1 inst_LHQD1b (
	.D(c0),
	.E(MODE),
	.Q(c1)
	); 
	LHQD1 inst_LHQD1c (
	.D(c1),
	.E(CLK),
	.Q(c2)
	);
	LHQD1 inst_LHQD1d (
	.D(c2),
	.E(MODE),
	.Q(c3)
	);
	assign CONFout = c3;
	always @ (posedge RES2_UserCLK)
	begin
		Q0 <= RES2_I0;
		Q1 <= RES2_I1;
		Q2 <= RES2_I2;
		Q3 <= RES2_I3;
	end
	assign RES2_O0 = c0 ? Q0 : RES2_I0;
	assign RES2_O1 = c1 ? Q1 : RES2_I1;
	assign RES2_O2 = c2 ? Q2 : RES2_I2;
	assign RES2_O3 = c3 ? Q3 : RES2_I3;
endmodule
module LHD1 (D, E, Q, QN);
	input D;      
	input E;
	output Q;
	output QN; 
	wire M_set_gate, M_reset_gate;
	wire S_set_gate, S_reset_gate;
	wire M_q, M_qn;
	wire S_q, S_qn;
	assign M_set_gate = ~(D & E);
	assign M_reset_gate = ~((~D) & E);
	assign M_q = ~(M_qn & M_set_gate);
	assign M_qn = ~(M_q & M_reset_gate);
	assign Q = M_q;
	assign QN = M_qn;
endmodule
module LHQD1 (input D, E, output reg Q);
    always @(*) begin
        if (E == 1'b1) begin
            Q = D;
        end
    end
endmodule
module LHQD1_old (D, E, Q);
	input D; 
	input E;
	output Q;
	wire M_set_gate;
	wire M_reset_gate;
	wire M_q;
	wire M_qn;
	assign M_set_gate = ~(D & E);
	assign M_reset_gate = ~((~D) & E);
	assign M_q = ~(M_qn & M_set_gate);
	assign M_qn = (M_q & M_reset_gate);
	assign Q = M_q;
endmodule
module MUX4PTv4 (IN1, IN2, IN3, IN4, S1, S2, O);
	input IN1;
	input IN2;
	input IN3;
	input IN4;
	input S1;
	input S2;
	output O; 
	reg O;
	wire [1:0] SEL;
	assign SEL = {S2,S1};
	always @(*) 
	begin
		case(SEL)
			2'b00:O = IN1;
			2'b01:O = IN2;
			2'b10:O = IN3;
			2'b11:O = IN4;
			default:O <= 0;
		endcase
	end
endmodule 
module MUX16PTv2 (IN1, IN2, IN3, IN4, IN5, IN6, IN7, IN8, IN9, IN10, IN11, IN12, IN13, IN14, IN15, IN16, S1, S2, S3, S4, O);
	input IN1;
	input IN2;
	input IN3;
	input IN4;
	input IN5;
	input IN6;
	input IN7;
	input IN8;
	input IN9;
	input IN10;
	input IN11;
	input IN12;
	input IN13;
	input IN14;
	input IN15;
	input IN16;
	input S1;
	input S2;
	input S3;
	input S4;
	output O;
	reg O;
	wire [3:0] SEL;
	assign SEL = {S4,S3,S2,S1};
	always @(*)
	begin
		case(SEL)
			4'b0000: O = IN1;
			4'b0001: O = IN2;
			4'b0010: O = IN3;
			4'b0011: O = IN4;
			4'b0100: O = IN5;
			4'b0101: O = IN6;
			4'b0110: O = IN7;
			4'b0111: O = IN8;
			4'b1000: O = IN9;
			4'b1001: O = IN10;
			4'b1010: O = IN11;
			4'b1011: O = IN12;
			4'b1100: O = IN13;
			4'b1101: O = IN14;
			4'b1110: O = IN15;
			4'b1111: O = IN16;
			default: O = 0;
		endcase
	end
endmodule
module my_buf (A, X);
    input A;
    output X;
    assign X = A;
endmodule
$ cat design/flow/run.sh
#!/bin/bash
# OpenROAD 26Q1-2900-gdf79404cd8, Yosys 0.63+post, stock flow scripts
make -C /OpenROAD-flow-scripts/flow DESIGN_CONFIG=/design/flow/config.mk WORK_HOME=/design/flow/orfs finish
$ cat design/flow/config.mk
export PLATFORM = sky130hd
export DESIGN_NAME = OutPassRES2
export DESIGN_NICKNAME = OutPassRES2
export VERILOG_FILES = /design/flow/design.v
export SDC_FILE = /design/flow/constraint.sdc
export NUM_CORES = 4
export LEC_CHECK = 1
export CORE_AREA = 10 10 70 70
export DIE_AREA = 0 0 80 80
$ cat design/flow/constraint.sdc
current_design OutPassRES2

set clk_period 1.0
set clk_io_pct 0.2

create_clock -name clk0 -period $clk_period [get_ports {RES2_UserCLK}]

set non_clock_inputs [all_inputs -no_clocks]
set_input_delay [expr $clk_period * $clk_io_pct] -clock clk0 $non_clock_inputs
set_output_delay [expr $clk_period * $clk_io_pct] -clock clk0 [all_outputs]
==> impl_metrics.tcl <==
# metrics dict for downstream scripts
set metrics [dict create \
    status "finished, violations left" \
    violations "negative setup slack" \
    grt_pass1_wl_um 807 \
    grt_max_degree 3 \
    drtPass1Iterations 1 \
    ant_nets 0 \
    hold_ws_ps 213 \
    place.gp.congestion 0.846 \
    drive_gt1_share_pct 40.7 \
    fmax_mhz 918 \
    wirelength_um 573 \
    relSlewSlack_pct 92.6 \
    htreeDepth 1 \
    die_h_um 80 \
    comb_power_share_pct 13.5 \
    overflow 0 \
    routed_via_density 1.95 \
    ys_sh_xor_pct 0 \
    die_w_um 80 \
    fin_ws_ps -89.3 \
    powerDensity_nw_per_um2 1140 \
    p_leak_nw 0.169 \
    peakVddDrop_v 0.000257 \
    crit_path_end "RES2_O2" \
    avgSynthCellArea_um2 16.7 \
    fin_crit_ps 1090 \
    wl_per_cell_um 7.85 \
    top_logic_kind "multiplexers" \
    yosysTopAreaCell "dfxtp_1" \
    clockRootBuffer "clkbuf_4" \
    synthesis.instances 12 \
    portBuffers 12 \
    areaGrowthSynthToFinish_pct 93.8 \
    grt_setup_unrepaired "true" \
    dpl_worst_slack_ps -555 \
    hold_path.class "primary input to flip-flop" \
    startpoint "Q2" \
    coreArea_um2 3420 \
    mux_area_share_pct 30.0 \
    power_frac_clock_pct 44.8 \
    io_pins 13 \
    finalInstanceArea_um2 388 \
    gr-usage-all-layers_pct 1.74 \
    ys_warn_count 2 \
    setup_viol 4 \
    cts_tree "built" \
    start_kind "flip-flop" \
    cp.arrival_ps 890 \
    drt_iter0_markers 0 \
    hold_viol_final 0 \
    tightest_slew_ps 110 \
    cts_buffer_depth 2 \
    path_clk_slew_ps 40 \
    synth_top_area_share_pct 40.0 \
    seq_power_share_pct 41.7 \
    fin_crit_sh_pct 109 \
    setup_tns_ps -332 \
    cap_viol_max_count 0 \
    warnings 27 \
    topCellsByArea "dfxtp_1, dlxtp_1, mux2_4" \
    finalMaxSlewViolations 0 \
    grt_pass1_vias 166 \
    insertedDiodeCount 0 \
    adder_share_pct 0 \
    cts_setup_buffers 0 \
    p_sw_w 0.0000835 \
    crit_fanout 1 \
    untimed_endpoints 5 \
    unclocked_regs 4 \
    yosys_cells 12 \
    placed_area_um2 378 \
    switching_share_pct 18.8 \
    die_area_um2 6400 \
    p_int_w 0.000360 \
    fp_util_pct 5.86 \
    cts_hold_buf 0 \
    end_kind "output port" \
    crit_required_ps 800 \
    vias 142 \
    yosys_area_um2 200 \
    ys_sh_aoi_pct 0 \
    numSynthFlops 8 \
    netlist_area_um2 200 \
    final_core_util_pct 11.4 \
    antenna_found_initial 0 \
    drc 0 \
    rows 21 \
    ys_types 3 \
    numCtsBuffers 3 \
    critPathKind "flip-flop to output port" \
    ys_sh_simple_pct 0 \
]
power groups by stage:
stage     clock network (W)   logic, W  registers, W
4_1_cts            0.000208  0.0000541      0.000185
5_1_grt            0.000223  0.0000644      0.000186
6_report           0.000199  0.0000600      0.000185
synthesized netlist by cell type (all sizes together):
library cell and count:
dfxtp 4, mux2 4, dlxtp 4
cells in the final DEF, fill, tap and decap left out:
cell type and instances:
dfxtp_1 4, mux2_4 4, clkdlybuf4s50_1 4, dlygate4sd2_1 4
dlxtp_1 4, clkbuf_4 3, buf_6 2, buf_2 2
final cells by class:
cell class,count,area (um2)
fillers,393,3030
flip-flops and latches,8,140
repair buffers,12,108
multi-input cells,4,60.1
well taps,46,57.6
clock buffers,3,22.5
routing by layer:
layer  wire, um  track usage (%)  up-vias
li1           -                -       70
met1        285             2.15       56
met2        104             1.36       16
met3        183             2.84        0
met4          0            0.176        0
met5          0                0        -
worst min path at each step:
stage / depth (start not counted) / startpoint / end
final: 1 / RES2_I2 / Q2
after CTS: 1 / RES2_I2 / Q2
after global routing: 1 / RES2_I2 / Q2
through the flow:
| stage | power [W] | std cells |
|---|---|---|
| 2_1_floorplan | 0.000201 | 12 |
| 3_3_place_gp | 0.000257 | 70 |
| 3_5_place_dp | 0.000257 | 70 |
| 4_1_cts | 0.000448 | 73 |
| 5_1_grt | 0.000474 | 73 |
| 6_report | 0.000444 | 73 |
kinds of logic (layout without fill, tap and decap cells):
| family | after synthesis | in the layout |
|---|---|---|
| DFF | 4 | 4 |
| muxes | 4 | 4 |
| latches | 4 | 4 |
| buffers and inverters | 0 | 15 |
registers in the layout, indices dropped and copies added (netlist names):
name           cells
Q3                 1
inst_LHQD1a.Q      1
inst_LHQD1b.Q      1
Q1                 1
Q2                 1
Q0                 1
inst_LHQD1d.Q      1
inst_LHQD1c.Q      1
critical path: stages (launching register included):
cell	delay [ps]
dfxtp_1	290
mux2_4	250
buf_6	110
timing repair:
item / in CTS / in global routing
resized: 16 / 2
endpoints found under the setup margin: 4 / 4
gates cloned: 0 / 0
Power is estimated from default activity; no workload was simulated.
