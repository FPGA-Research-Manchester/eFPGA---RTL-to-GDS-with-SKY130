==> design.v <==
module OutPassRES0 (RES0_I0, RES0_I1, RES0_I2, RES0_I3, RES0_O0, RES0_O1, RES0_O2, RES0_O3, RES0_UserCLK, MODE, CONFin, CONFout, CLK);
	input RES0_I0;
	input RES0_I1;
	input RES0_I2;
	input RES0_I3;
	output RES0_O0; 
	output RES0_O1; 
	output RES0_O2; 
	output RES0_O3; 
	input RES0_UserCLK; 
	input MODE; 
	input CONFin;
	output CONFout;
	input CLK;
	wire c0, c1, c2, c3;    
	reg Q0, Q1, Q2, Q3;    
	LHQD1 inst_LHQD1a (
	.D(CONFin),
	.E(CLK),
	.Q(c0)
	);
	LHQD1 inst_LHQD1b (
	.D(c0),
	.E(MODE),
	.Q(c1)
	); 
	LHQD1 inst_LHQD1c (
	.D(c1),
	.E(CLK),
	.Q(c2)
	);
	LHQD1 inst_LHQD1d (
	.D(c2),
	.E(MODE),
	.Q(c3)
	);
	assign CONFout = c3;
	always @ (posedge RES0_UserCLK)
	begin
		Q0 <= RES0_I0;
		Q1 <= RES0_I1;
		Q2 <= RES0_I2;
		Q3 <= RES0_I3;
	end
	assign RES0_O0 = c0 ? Q0 : RES0_I0;
	assign RES0_O1 = c1 ? Q1 : RES0_I1;
	assign RES0_O2 = c2 ? Q2 : RES0_I2;
	assign RES0_O3 = c3 ? Q3 : RES0_I3;
endmodule
module LHD1 (D, E, Q, QN);
	input D;      
	input E;
	output Q;
	output QN; 
	wire M_set_gate, M_reset_gate;
	wire S_set_gate, S_reset_gate;
	wire M_q, M_qn;
	wire S_q, S_qn;
	assign M_set_gate = ~(D & E);
	assign M_reset_gate = ~((~D) & E);
	assign M_q = ~(M_qn & M_set_gate);
	assign M_qn = ~(M_q & M_reset_gate);
	assign Q = M_q;
	assign QN = M_qn;
endmodule
module LHQD1 (input D, E, output reg Q);
    always @(*) begin
        if (E == 1'b1) begin
            Q = D;
        end
    end
endmodule
module LHQD1_old (D, E, Q);
	input D; 
	input E;
	output Q;
	wire M_set_gate;
	wire M_reset_gate;
	wire M_q;
	wire M_qn;
	assign M_set_gate = ~(D & E);
	assign M_reset_gate = ~((~D) & E);
	assign M_q = ~(M_qn & M_set_gate);
	assign M_qn = (M_q & M_reset_gate);
	assign Q = M_q;
endmodule
module MUX4PTv4 (IN1, IN2, IN3, IN4, S1, S2, O);
	input IN1;
	input IN2;
	input IN3;
	input IN4;
	input S1;
	input S2;
	output O; 
	reg O;
	wire [1:0] SEL;
	assign SEL = {S2,S1};
	always @(*) 
	begin
		case(SEL)
			2'b00:O = IN1;
			2'b01:O = IN2;
			2'b10:O = IN3;
			2'b11:O = IN4;
			default:O <= 0;
		endcase
	end
endmodule 
module MUX16PTv2 (IN1, IN2, IN3, IN4, IN5, IN6, IN7, IN8, IN9, IN10, IN11, IN12, IN13, IN14, IN15, IN16, S1, S2, S3, S4, O);
	input IN1;
	input IN2;
	input IN3;
	input IN4;
	input IN5;
	input IN6;
	input IN7;
	input IN8;
	input IN9;
	input IN10;
	input IN11;
	input IN12;
	input IN13;
	input IN14;
	input IN15;
	input IN16;
	input S1;
	input S2;
	input S3;
	input S4;
	output O;
	reg O;
	wire [3:0] SEL;
	assign SEL = {S4,S3,S2,S1};
	always @(*)
	begin
		case(SEL)
			4'b0000: O = IN1;
			4'b0001: O = IN2;
			4'b0010: O = IN3;
			4'b0011: O = IN4;
			4'b0100: O = IN5;
			4'b0101: O = IN6;
			4'b0110: O = IN7;
			4'b0111: O = IN8;
			4'b1000: O = IN9;
			4'b1001: O = IN10;
			4'b1010: O = IN11;
			4'b1011: O = IN12;
			4'b1100: O = IN13;
			4'b1101: O = IN14;
			4'b1110: O = IN15;
			4'b1111: O = IN16;
			default: O = 0;
		endcase
	end
endmodule
module my_buf (A, X);
    input A;
    output X;
    assign X = A;
endmodule
==> run.sh <==
#!/bin/bash
# OpenROAD 26Q1-2900-gdf79404cd8, Yosys 0.63+post, stock flow scripts
make -C /OpenROAD-flow-scripts/flow DESIGN_CONFIG=/design/flow/config.mk WORK_HOME=/design/flow/orfs finish
==> config.mk <==
export PLATFORM = sky130hd
export DESIGN_NAME = OutPassRES0
export DESIGN_NICKNAME = OutPassRES0
export VERILOG_FILES = /design/flow/design.v
export SDC_FILE = /design/flow/constraint.sdc
export NUM_CORES = 4
export LEC_CHECK = 1
export CORE_AREA = 10 10 70 70
export DIE_AREA = 0 0 80 80
==> constraint.sdc <==
current_design OutPassRES0

set clk_period 1.0
set clk_io_pct 0.2

create_clock -name clk0 -period $clk_period [get_ports {RES0_UserCLK}]

set non_clock_inputs [all_inputs -no_clocks]
set_input_delay [expr $clk_period * $clk_io_pct] -clock clk0 $non_clock_inputs
set_output_delay [expr $clk_period * $clk_io_pct] -clock clk0 [all_outputs]
==> out/qor.csv <==
stage,metric,value,unit
clocking,number of buffers created by CTS,3,
outcome,run status,finished with violations,
synthesis,ys flops,8,
grt,largest net degree at the start of global routing,3,
pwr,sequential fraction of design power,41.7,%
routing,post-route ant nets,0,
synthesis,"area leader, netlist",dfxtp_1,
critical_path,critical path endpoint category,output port,
grt,overall global routing resource usage,1.74,%
synthesis,biggest area contributors in the synthesized netlist,"dfxtp_1, dlxtp_1, mux2_4",
routing,average routed wire per standard cell,7.85,µm
floorplanning,Ports,13,
clocking,H-tree levels,1,
synthesis,xor/xnor share of the synthesized area,0,%
place,placed cell count,70,
worst_hold_path,number of cells traversed by the worst hold path,1,
cells_and_area,Final Core Density,11.4,%
clocking,Max Root-Sink Buffers,2,
clocking,post-CTS setup repair buffer count,0,
sta,period utilization,109,%
synthesis,post-synth top area share,40.0,%
grt,number of antenna violations at the first check in global routing,0,
synthesis,Syn Area/Cell,16.7,µm²
floorplanning,Die Width,80,µm
synthesis,adder-cell share of the synthesized area,0,%
critical_path,sort of element at the start of the critical path,register,
critical_path,"Max FO, Critical Path",1,
routing,DRC marker count from the first detailed-route iteration,0,
synthesis,synthesized instance count,12,
sta,Final min period,1.09,ns
flow_run,Tool Warnings,27,
pwr,worst supply voltage drop on vdd,0.000257,V
cells_and_area,proportion of layout cells with a drive suffix above 1,40.7,%
sta,RSZ-0062 raised after global routing,yes,
clocking,clock tree from TritonCTS,yes,
pwr,Switching Share,18.8,%
pwr,proportion of power drawn by combinational gates,13.5,%
cells_and_area,number of non-filler instances in the completed layout,73,
synthesis,Yosys cell types,3,
sta,final slew viol count,0,
place,gpl congestion,0.846,
critical_path,required time of the worst setup path,0.80,ns
synthesis,ys cells,12,
sta,endpoints left unconstrained,5,
routing,final routed wirelength across all metal layers,573,µm
synthesis,simple-gate portion of the synthesized area,0,%
pwr,static leakage,0.169,nW
place,total of buffers placed on input and output ports,12,
routing,Initial DRT Pass Iterations,1,
pwr,internal portion of total power,0.360,mW
worst_hold_path,type of the most critical hold path,in -> reg,
floorplanning,total die area,6400,µm²
synthesis,cell area after synthesis,200,µm²
sta,final setup margin,-0.0893,ns
critical_path,Setup Crit Path Kind,reg -> out,
routing,routed via count,142,
floorplanning,FP Util,5.86,%
cells_and_area,area added between synthesis and finish,93.8,%
routing,final routed DRC violation total,0,
pwr,Clk pwr share,44.8,%
grt,remaining global-route overflow,0,
sta,transition time at the pin with the least slew margin,0.110,ns
critical_path,arrival time at the worst endpoint,0.89,ns
floorplanning,chip height,80,µm
cells_and_area,number of filler cells placed in the layout,393,
grt,via count of the first global-routing pass,166,
floorplanning,cell row count,21,
pwr,Overall Power,0.444,mW
synthesis,main logic family after synthesis,multiplexers,
cells_and_area,"commonest cells after routing, fill and taps aside","dfxtp_1, mux2_4, clkdlybuf4s50_1, dlygate4sd2_1, dlxtp_1",
clocking,Clock Pin Slew Worst Setup and Hold Paths,0.04,ns
pwr,power density of the placed cells,1140,nW/µm²
synthesis,and-or/or-and share of the synthesized area,0,%
floorplanning,placeable core region,3420,µm²
flow_run,count of maximum capacitance violations,0,
outcome,violated checks,setup timing,
clocking,"Hold-fix buffers, CTS",0,
sta,headroom to the max-slew limit,92.6,%
routing,diode count,0,
synthesis,share of cell area taken by muxes after synthesis,30.0,%
grt,wire length of the first global-routing pass,807,µm
sta,Setup-failing EPs final,4,
synthesis,YS chip area,200,µm²
synthesis,count of warnings emitted by yosys,2,
sta,register pins left without a clock,4,
clocking,clock root buffer,clkbuf_4,
pwr,net switching power figure,0.0835,mW
sta,Final Hold Violation Tally,0,
routing,Avg Vias per Cell,1.95,
sta,Max Clk Rate,918,MHz
per-stage QoR:
stage | TNS (ns) | hold slack, ns | worst slack (ns) | cell area, µm²
3_3_place_gp | -2.05 | 0.683 | -0.553 | 378
6_report | -0.332 | 0.213 | -0.0893 | 388
4_1_cts | -0.368 | 0.206 | -0.0957 | 375
3_5_place_dp | -2.08 | 0.689 | -0.555 | 378
5_1_grt | -0.465 | 0.208 | -0.122 | 388
2_1_floorplan | 0 | 0.228 | 0.297 | 200
cell usage after synthesis, drive strengths merged:
cell	instances
dfxtp	4
dlxtp	4
mux2	4
layout make-up:
cell class / instances / area [µm²] / share of cell area (%)
clock buffers: 3 / 22.5 / 5.81
multi-input cells: 4 / 60.1 / 15.5
flip-flops and latches: 8 / 140 / 36.1
well taps: 46 / 57.6 / 14.8
repair buffers: 12 / 108 / 27.7
worst max-delay path: stages, from the launching register on:
cell     delay, ns
dfxtp_1       0.29
mux2_4        0.25
buf_6         0.11
registers in the layout (all words and copies together), names as in the netlist:
signal and flops:
Q0 1, Q1 1, Q2 1, Q3 1, inst_LHQD1a.Q 1, inst_LHQD1b.Q 1
inst_LHQD1c.Q 1, inst_LHQD1d.Q 1
logic make-up (layout without fill, tap and decap cells):
| group | after synthesis | count (layout) |
|---|---|---|
| latches | 4 | 4 |
| DFF | 4 | 4 |
| muxes | 4 | 4 |
| buffers and inverters | 0 | 15 |
power by group through the flow:
| stage | clock [mW] | sequential [mW] | combinational [mW] |
|---|---|---|---|
| 4_1_cts | 0.208 | 0.185 | 0.0541 |
| 5_1_grt | 0.223 | 0.186 | 0.0644 |
| 6_report | 0.199 | 0.185 | 0.0600 |
per-layer routing:
| metal | part of all wire [%] | track usage (%) |
|---|---|---|
| met1 | 50 | 2.15 |
| met2 | 18 | 1.36 |
| met3 | 32 | 2.84 |
| met4 | 0 | 0.176 |
| met5 | 0 | 0 |
what timing repair did:
item / CTS / global route
resized: 16 / 2
setup endpoints to repair: 4 / 4
pin swaps: 0 / 0
cloned: 0 / 0
worst paths after layout:
check	from	end	slack (ns)
setup / recovery	Q2$_DFF_P_	RES0_O2	-0.09
hold / removal	RES0_I2	Q2$_DFF_P_	0.21
Power is estimated from default activity; no workload was simulated.
