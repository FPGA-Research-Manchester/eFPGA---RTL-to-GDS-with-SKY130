### ./design.v
module OutPassRES1 (RES1_I0, RES1_I1, RES1_I2, RES1_I3, RES1_O0, RES1_O1, RES1_O2, RES1_O3, RES1_UserCLK, MODE, CONFin, CONFout, CLK);
	input RES1_I0;
	input RES1_I1;
	input RES1_I2;
	input RES1_I3;
	output RES1_O0; 
	output RES1_O1; 
	output RES1_O2; 
	output RES1_O3; 
	input RES1_UserCLK; 
	input MODE; 
	input CONFin;
	output CONFout;
	input CLK;
	wire c0, c1, c2, c3;    
	reg Q0, Q1, Q2, Q3;    
	LHQD1 inst_LHQD1a (
	.D(CONFin),
	.E(CLK),
	.Q(c0)
	);
	LHQD1 inst_LHQD1b (
	.D(c0),
	.E(MODE),
	.Q(c1)
	); 
	LHQD1 inst_LHQD1c (
	.D(c1),
	.E(CLK),
	.Q(c2)
	);
	LHQD1 inst_LHQD1d (
	.D(c2),
	.E(MODE),
	.Q(c3)
	);
	assign CONFout = c3;
	always @ (posedge RES1_UserCLK)
	begin
		Q0 <= RES1_I0;
		Q1 <= RES1_I1;
		Q2 <= RES1_I2;
		Q3 <= RES1_I3;
	end
	assign RES1_O0 = c0 ? Q0 : RES1_I0;
	assign RES1_O1 = c1 ? Q1 : RES1_I1;
	assign RES1_O2 = c2 ? Q2 : RES1_I2;
	assign RES1_O3 = c3 ? Q3 : RES1_I3;
endmodule
module LHD1 (D, E, Q, QN);
	input D;      
	input E;
	output Q;
	output QN; 
	wire M_set_gate, M_reset_gate;
	wire S_set_gate, S_reset_gate;
	wire M_q, M_qn;
	wire S_q, S_qn;
	assign M_set_gate = ~(D & E);
	assign M_reset_gate = ~((~D) & E);
	assign M_q = ~(M_qn & M_set_gate);
	assign M_qn = ~(M_q & M_reset_gate);
	assign Q = M_q;
	assign QN = M_qn;
endmodule
module LHQD1 (input D, E, output reg Q);
    always @(*) begin
        if (E == 1'b1) begin
            Q = D;
        end
    end
endmodule
module LHQD1_old (D, E, Q);
	input D; 
	input E;
	output Q;
	wire M_set_gate;
	wire M_reset_gate;
	wire M_q;
	wire M_qn;
	assign M_set_gate = ~(D & E);
	assign M_reset_gate = ~((~D) & E);
	assign M_q = ~(M_qn & M_set_gate);
	assign M_qn = (M_q & M_reset_gate);
	assign Q = M_q;
endmodule
module MUX4PTv4 (IN1, IN2, IN3, IN4, S1, S2, O);
	input IN1;
	input IN2;
	input IN3;
	input IN4;
	input S1;
	input S2;
	output O; 
	reg O;
	wire [1:0] SEL;
	assign SEL = {S2,S1};
	always @(*) 
	begin
		case(SEL)
			2'b00:O = IN1;
			2'b01:O = IN2;
			2'b10:O = IN3;
			2'b11:O = IN4;
			default:O <= 0;
		endcase
	end
endmodule 
module MUX16PTv2 (IN1, IN2, IN3, IN4, IN5, IN6, IN7, IN8, IN9, IN10, IN11, IN12, IN13, IN14, IN15, IN16, S1, S2, S3, S4, O);
	input IN1;
	input IN2;
	input IN3;
	input IN4;
	input IN5;
	input IN6;
	input IN7;
	input IN8;
	input IN9;
	input IN10;
	input IN11;
	input IN12;
	input IN13;
	input IN14;
	input IN15;
	input IN16;
	input S1;
	input S2;
	input S3;
	input S4;
	output O;
	reg O;
	wire [3:0] SEL;
	assign SEL = {S4,S3,S2,S1};
	always @(*)
	begin
		case(SEL)
			4'b0000: O = IN1;
			4'b0001: O = IN2;
			4'b0010: O = IN3;
			4'b0011: O = IN4;
			4'b0100: O = IN5;
			4'b0101: O = IN6;
			4'b0110: O = IN7;
			4'b0111: O = IN8;
			4'b1000: O = IN9;
			4'b1001: O = IN10;
			4'b1010: O = IN11;
			4'b1011: O = IN12;
			4'b1100: O = IN13;
			4'b1101: O = IN14;
			4'b1110: O = IN15;
			4'b1111: O = IN16;
			default: O = 0;
		endcase
	end
endmodule
module my_buf (A, X);
    input A;
    output X;
    assign X = A;
endmodule
### ./run.sh
#!/bin/bash
# OpenROAD 26Q1-2900-gdf79404cd8, Yosys 0.63+post, stock flow scripts
make -C /OpenROAD-flow-scripts/flow DESIGN_CONFIG=/design/flow/config.mk WORK_HOME=/design/flow/orfs finish
### ./config.mk
export PLATFORM = sky130hd
export DESIGN_NAME = OutPassRES1
export DESIGN_NICKNAME = OutPassRES1
export VERILOG_FILES = /design/flow/design.v
export SDC_FILE = /design/flow/constraint.sdc
export NUM_CORES = 4
export LEC_CHECK = 1
export CORE_AREA = 10 10 70 70
export DIE_AREA = 0 0 80 80
### ./constraint.sdc
current_design OutPassRES1

set clk_period 1.0
set clk_io_pct 0.2

create_clock -name clk0 -period $clk_period [get_ports {RES1_UserCLK}]

set non_clock_inputs [all_inputs -no_clocks]
set_input_delay [expr $clk_period * $clk_io_pct] -clock clk0 $non_clock_inputs
set_output_delay [expr $clk_period * $clk_io_pct] -clock clk0 [all_outputs]
==> results.yml <==
# yosys + openroad results
sta:
  maxSlewViolCount: 0
  fmax_mhz: 918
  setup_viol: 4
  worst_pin_slew_ps: 110
  fin_hold_ws_ps: 213
  unclocked_regs: 4
  worst_slack_ps: -89.3
  period_needed_ps: 1090
  finalHoldViolCount: 0
  min_period_over_period: 1.09
  max_slew_margin: 0.926
  rsz0062_at_grt: "yes"
  untimed_endpoints: 5
routing:
  n_antenna_cell: 0
  final_antenna_net_count: 0
  vias: 142
  drc: 0
  firstDrtPassIters: 1
  routed_wl_um: 573
  wire_per_inst_um: 7.85
  vias_per_cell: 1.95
  drt_iter0_drc: 0
die:
  chipArea_mm2: 0.00640
  fp_util: 0.0586
  die_w_um: 80
  core_region_area_mm2: 0.00342
  pin_count: 13
  rows: 21
  fp.dieH_um: 80
grt:
  grt_util_met2: 0.0136
  track_usage: 0.0174
  overflow: 0
  grt.met3_usage: 0.0284
  grt_max_degree: 3
  grt_busiest_layer: "met3"
  grt_pass1_vias: 166
  grt_pass1_wl_um: 807
  grt_antenna_before_repair: 0
  grtUsageMet1: 0.0215
run_status:
  status: "finished with violations"
  violations: "setup timing"
clocking:
  cts_root_buf: "clkbuf_4"
  cts_tree: "built"
  cts.clk_slew.worst_paths_ps: 40
  postCtsSetupBuffers: 0
  postCtsHoldBufs: 0
  cts_max_level: 1
  clockBufferDepth: 2
  cts_buffers: 3
worst_hold_path:
  hp-class: "in2reg"
finish:
  final_cells: 73
  final_util: 0.114
  area_delta_synth_final_pct: 93.8
  nFillCells: 393
  final_layout_size_suffix_gt1_frac: 0.407
  fin_area_um2: 388
synth:
  synth.logic.top_family: "multiplexers"
  synthSimpleGateAreaFrac: 0
  mux_share: 0.300
  synth_stat.cells: 12
  synth_cells: 12
  yosysChipArea_um2: 200
  synthXorXnorAreaFrac: 0
  ys_sh_aoi: 0
  yosys.area_share.adder: 0
  ys.flops: 8
  synth_warnings: 2
  avgSynthCellArea_um2: 16.7
  netlist_area_um2: 200
  synth_cell_types: 3
power:
  cellLeakagePower_uw: 0.000169
  powerDensity_mw_per_mm2: 1140
  fin_total_pwr_uw: 444
  peakVddDrop_v: 0.000257
flow_run:
  warning_count: 27
  cap_violations: 0
critical_path:
  startpoint_type: "register"
  crit_path_max_fanout: 1
  cp.arrival_ps: 890
  end_kind: "output port"
  worstPathRequired_ps: 800
  worstSetupPathType: "reg2out"
place:
  place_area_um2: 378
  routabilityCongestion: 0.846
  place.port_buffers: 12
  dp_cells: 70
==> report_power, final <==
group | internal, uW | switching (uW) | total [uW]
Clock | 134 | 64.6 | 199
Sequential | 180 | 5.48 | 185
Combinational | 46.7 | 13.4 | 60.0
Total | 360 | 83.5 | 444
==> logic make-up after synthesis <==
family and count (synthesis):
multiplexers 4, latches 4, flip-flops 4
==> layout make-up <==
class                   instances  area [um2]  share of cell area
flip-flops and latches          8         140               0.361
repair buffers                 12         108               0.277
multi-input cells               4        60.1               0.155
well taps                      46        57.6               0.148
clock buffers                   3        22.5              0.0581
==> synth_stat cells <==
cell	instances	area [um2]
dfxtp_1	4	80.1
dlxtp_1	4	60.1
mux2_4	4	60.1
==> per-layer routing <==
layer	share of wire	wire length, um
met5	0	0
met4	0	0
met3	0.32	183
met2	0.18	104
met1	0.50	285
==> registers in the layout, indices dropped and copies added (netlist names) <==
signal,cells
inst_LHQD1c.Q,1
Q0,1
Q1,1
inst_LHQD1d.Q,1
Q3,1
inst_LHQD1b.Q,1
Q2,1
inst_LHQD1a.Q,1
==> layout by cell type (no fill, tap or decap) <==
master           instances
buf_2                    2
buf_6                    2
clkbuf_4                 3
clkdlybuf4s50_1          4
dfxtp_1                  4
dlxtp_1                  4
dlygate4sd2_1            4
mux2_4                   4
==> path summary, 6_finish.rpt <==
| check | startpoint | endpoint | cells after the start | slack [ps] |
|---|---|---|---|---|
| max | Q2$_DFF_P_ | RES1_O2 | 2 | -90 |
| min | RES1_I2 | Q2$_DFF_P_ | 1 | 210 |
==> timing repair <==
item	in CTS	in global routing
hold endpoints to repair	0	0
endpoints found under the setup margin	4	4
gates resized	16	2
==> critical path: stages (launching register included) <==
cell and delay (ps):
dfxtp_1 290, mux2_4 250, buf_6 110
==> stage by stage <==
| stage | setup TNS (ps) | setup WS [ps] |
|---|---|---|
| floorplan | 0 | 297 |
| global placement | -2050 | -553 |
| detailed placement | -2080 | -555 |
| CTS | -368 | -95.7 |
| global route | -465 | -122 |
| finish | -332 | -89.3 |
No activity file was given, so power comes from the tool's default toggle rates.
