## config.mk

```make
export PLATFORM = sky130hd
export DESIGN_NAME = InPassOPB
export DESIGN_NICKNAME = InPassOPB
export VERILOG_FILES = /design/flow/design.v
export SDC_FILE = /design/flow/constraint.sdc
export NUM_CORES = 4
export LEC_CHECK = 1
export CORE_AREA = 10 10 70 70
export DIE_AREA = 0 0 80 80
```

## design.v

```verilog
module InPassOPB (OPB_I0, OPB_I1, OPB_I2, OPB_I3, OPB_O0, OPB_O1, OPB_O2, OPB_O3, OPB_UserCLK, MODE, CONFin, CONFout, CLK);
	input OPB_I0;  
	input OPB_I1;  
	input OPB_I2;  
	input OPB_I3;  
	output OPB_O0; 
	output OPB_O1; 
	output OPB_O2; 
	output OPB_O3; 
	input OPB_UserCLK;  
	input MODE;  
	input CONFin;
	output CONFout;
	input CLK;
	wire c0, c1, c2, c3;    
	reg Q0, Q1, Q2, Q3;    
	LHQD1 inst_LHQD1a (
	.D(CONFin),
	.E(CLK),
	.Q(c0)
	);
	LHQD1 inst_LHQD1b (
	.D(c0),
	.E(MODE),
	.Q(c1)
	);
	LHQD1 inst_LHQD1c (
	.D(c1),
	.E(CLK),
	.Q(c2)
	);
	LHQD1 inst_LHQD1d (
	.D(c2),
	.E(MODE),
	.Q(c3)
	);
	assign CONFout = c3;
	always @(posedge OPB_UserCLK)
	begin
		Q0 <= OPB_I0;
		Q1 <= OPB_I1;
		Q2 <= OPB_I2;
		Q3 <= OPB_I3;
	end
	assign OPB_O0 = c0 ? Q0 : OPB_I0;
	assign OPB_O1 = c1 ? Q1 : OPB_I1;
	assign OPB_O2 = c2 ? Q2 : OPB_I2;
	assign OPB_O3 = c3 ? Q3 : OPB_I3;
endmodule
module LHD1 (D, E, Q, QN);
	input D;      
	input E;
	output Q;
	output QN; 
	wire M_set_gate, M_reset_gate;
	wire S_set_gate, S_reset_gate;
	wire M_q, M_qn;
	wire S_q, S_qn;
	assign M_set_gate = ~(D & E);
	assign M_reset_gate = ~((~D) & E);
	assign M_q = ~(M_qn & M_set_gate);
	assign M_qn = ~(M_q & M_reset_gate);
	assign Q = M_q;
	assign QN = M_qn;
endmodule
module LHQD1 (input D, E, output reg Q);
    always @(*) begin
        if (E == 1'b1) begin
            Q = D;
        end
    end
endmodule
module LHQD1_old (D, E, Q);
	input D; 
	input E;
	output Q;
	wire M_set_gate;
	wire M_reset_gate;
	wire M_q;
	wire M_qn;
	assign M_set_gate = ~(D & E);
	assign M_reset_gate = ~((~D) & E);
	assign M_q = ~(M_qn & M_set_gate);
	assign M_qn = (M_q & M_reset_gate);
	assign Q = M_q;
endmodule
module MUX4PTv4 (IN1, IN2, IN3, IN4, S1, S2, O);
	input IN1;
	input IN2;
	input IN3;
	input IN4;
	input S1;
	input S2;
	output O; 
	reg O;
	wire [1:0] SEL;
	assign SEL = {S2,S1};
	always @(*) 
	begin
		case(SEL)
			2'b00:O = IN1;
			2'b01:O = IN2;
			2'b10:O = IN3;
			2'b11:O = IN4;
			default:O <= 0;
		endcase
	end
endmodule 
module MUX16PTv2 (IN1, IN2, IN3, IN4, IN5, IN6, IN7, IN8, IN9, IN10, IN11, IN12, IN13, IN14, IN15, IN16, S1, S2, S3, S4, O);
	input IN1;
	input IN2;
	input IN3;
	input IN4;
	input IN5;
	input IN6;
	input IN7;
	input IN8;
	input IN9;
	input IN10;
	input IN11;
	input IN12;
	input IN13;
	input IN14;
	input IN15;
	input IN16;
	input S1;
	input S2;
	input S3;
	input S4;
	output O;
	reg O;
	wire [3:0] SEL;
	assign SEL = {S4,S3,S2,S1};
	always @(*)
	begin
		case(SEL)
			4'b0000: O = IN1;
			4'b0001: O = IN2;
			4'b0010: O = IN3;
			4'b0011: O = IN4;
			4'b0100: O = IN5;
			4'b0101: O = IN6;
			4'b0110: O = IN7;
			4'b0111: O = IN8;
			4'b1000: O = IN9;
			4'b1001: O = IN10;
			4'b1010: O = IN11;
			4'b1011: O = IN12;
			4'b1100: O = IN13;
			4'b1101: O = IN14;
			4'b1110: O = IN15;
			4'b1111: O = IN16;
			default: O = 0;
		endcase
	end
endmodule
module my_buf (A, X);
    input A;
    output X;
    assign X = A;
endmodule
```

## constraint.sdc

```tcl
current_design InPassOPB

set clk_period 1.0
set clk_io_pct 0.2

create_clock -name clk0 -period $clk_period [get_ports {OPB_UserCLK}]

set non_clock_inputs [all_inputs -no_clocks]
set_input_delay [expr $clk_period * $clk_io_pct] -clock clk0 $non_clock_inputs
set_output_delay [expr $clk_period * $clk_io_pct] -clock clk0 [all_outputs]
```

## run.sh

```bash
#!/bin/bash
# OpenROAD 26Q1-2900-gdf79404cd8, Yosys 0.63+post, stock flow scripts
make -C /OpenROAD-flow-scripts/flow DESIGN_CONFIG=/design/flow/config.mk WORK_HOME=/design/flow/orfs finish
```

==> qor.yml <==
sta:
  finalClockPeriodUsage_pct: 108
  untimed_endpoints: 5
  post-route-min-period_ns: 1.08
  fmax_mhz: 922
  hold_violations: 0
  rsz0062_at_grt: "yes"
  unclocked_regs: 4
  maxSlewHeadroom_pct: 92.8
  slew_violations: 0
  setup_viol: 4
  setup_ws_ns: -0.0843
  worst_pin_slew_ns: 0.108
floorplanning:
  ioPinCount: 13
  die_x_um: 80
  die_y_um: 80
  fp_util_pct: 5.86
  dieArea_um2: 6400
  coreArea_um2: 3420
  rows: 21
synth:
  top_cells_by_area: "dfxtp_1, dlxtp_1, mux2_4"
  top_cell_area_share_pct: 40.0
  yosysChipArea_um2: 200
  synth_top_cell_by_area: "dfxtp_1"
  ys_cells: 12
  synthCells: 12
  yosysWarningCount: 2
  synth.distinct_cells: 3
  synth_flops: 8
  syn_area_per_cell_um2: 16.7
  synthesis.area_um2: 200
critical_path:
  cp_cell_sequence: "mux2_4, buf_6"
  critical_path_required_ns: 0.80
  cp-start-kind: "register"
  crit_fanout: 1
  cp.arrival_ns: 0.88
  cp_slowest_cell: "dfxtp_1"
  worst-setup-path-type: "reg2out"
  max_stage_delay_ns: 0.29
  critPathCaptureType: "primary output"
cells_and_area:
  most-common-layout-cells: "dfxtp_1, mux2_4, clkdlybuf4s50_1, dlygate4sd2_1, dlxtp_1"
  flop_area_um2: 140
  area_growth_pct: 95.0
  drive_gt1_share_pct: 40.7
  combGateArea_um2: 60.1
  fill_cells: 397
job:
  max_cap_viol_count: 0
  tool_warnings: 27
route:
  drt_pass1_iterations: 2
  drt_iter0_drc: 3
  wl_um: 558
  postRouteAntennaNets: 0
  viasPerCell: 2.01
  post-route-drc-count: 0
  wire_per_inst_um: 7.54
  route.vias.total: 149
clock_network:
  cts_tree: "yes"
  clock-root-buffer: "clkbuf_4"
  cts_buffers: 3
  ctsHoldBuffers: 0
  clk_path_buf_depth: 2
  cts-htree-levels: 1
  clk_pin_slew_ns: 0.04
pwr:
  total_power_mw: 0.440
  p_leak_nw: 0.169
  ir_drop_uv: 275
  power_density_nw_per_um2: 1130
global_route:
  antenna_found_initial: 1
  grt_pass1_vias: 165
  grt_max_degree: 3
  overflow: 0
  track_usage_pct: 1.84
  grt_pass1_wl_um: 876
place:
  dp_slack_ns: -0.546
  numPortBuffers: 12
  place_congestion: 0.844
worst_hold_path:
  hold_path_class: "in2reg"
  min_path_cells: 1
status:
  status: "finished with violations"
  failed_checks: "setup timing"
## per-layer routing
metal	vias to the layer above	share of wire (%)	track usage, %
met2	15	16	1.20
met1	61	48	2.15
li1	73	-	-
met5	-	0	0
met3	0	36	3.52
met4	0	0	0.176
## cell type report
| cell class | count | area share, % |
|---|---|---|
| Antenna cell | 1 | 0.641 |
| Sequential cell | 8 | 35.9 |
| Tap cell | 46 | 14.7 |
| Timing Repair Buffer | 12 | 27.6 |
| Clock buffer | 3 | 5.77 |
| Multi-Input combinational cell | 4 | 15.4 |
## worst max-delay path: cells and delay by family, from the launching register on
kind / cells / cell delay, ns
buf+inv: 1 / 0.11
flops: 1 / 0.29
mux: 1 / 0.26
## power breakdown
group	switching [mW]	total [mW]	internal, mW
combinational	0.0133	0.0600	0.0466
sequential	0.00515	0.185	0.180
clock	0.0612	0.195	0.134
## per-stage QoR
stage | cells | utilization [%] | hold slack [ns] | setup TNS [ns] | area, µm²
5_1_grt | 74 | 11.4 | 0.214 | -0.487 | 390
3_5_place_dp | 70 | 11.1 | 0.691 | -2.07 | 378
3_3_place_gp | 70 | 11.1 | 0.683 | -2.05 | 378
4_1_cts | 73 | 11.2 | 0.212 | -0.367 | 382
6_report | 74 | 11.4 | 0.222 | -0.313 | 390
2_1_floorplan | 12 | - | 0.228 | 0 | 200
## state kept, by name (all words and copies together), names as in the netlist
signal / cells
inst_LHQD1b.Q: 1
Q2: 1
Q1: 1
inst_LHQD1a.Q: 1
inst_LHQD1c.Q: 1
Q3: 1
Q0: 1
inst_LHQD1d.Q: 1
## cells by family after synthesis
family,synth area share [%]
mux,30.0
flops,40.0
latches,30.0
## Yosys cell counts (all sizes together)
cell type / instances
mux2: 4
dfxtp: 4
dlxtp: 4
## path summary, 6_finish.rpt
path | from | endpoint
min | OPB_I2 | Q2$_DFF_P_
max | Q0$_DFF_P_ | OPB_O0
## timing repair
item | in CTS | in global routing
cloned | 0 | 0
endpoints found under the setup margin | 4 | 4
setup buffers | 0 | 0
resized | 17 | 1
No activity file was given, so power comes from the tool's default toggle rates.
